<file path="run.sh">
#!/bin/bash
# OpenROAD 26Q1-2900-gdf79404cd8, Yosys 0.63+post, stock flow scripts
make -C /OpenROAD-flow-scripts/flow DESIGN_CONFIG=/design/flow/config.mk WORK_HOME=/design/flow/orfs finish
</file>
<file path="config.mk">
export PLATFORM = sky130hd
export DESIGN_NAME = LED_7seg
export DESIGN_NICKNAME = LED_7seg
export VERILOG_FILES = /design/flow/design.v
export SDC_FILE = /design/flow/constraint.sdc
export NUM_CORES = 4
export LEC_CHECK = 1
export CORE_AREA = 10 10 70 70
export DIE_AREA = 0 0 80 80
</file>
<file path="constraint.sdc">
current_design LED_7seg

set clk_period 1.2
set clk_io_pct 0.2

create_clock -name clk0 -period $clk_period [get_ports {clk}]

set non_clock_inputs [all_inputs -no_clocks]
set_input_delay [expr $clk_period * $clk_io_pct] -clock clk0 $non_clock_inputs
set_output_delay [expr $clk_period * $clk_io_pct] -clock clk0 [all_outputs]
</file>
<file path="design.v">
interface DDLS_if(input logic clk, input logic rst);
	logic Valid, Ready;
	logic[7:0] DataIn, DataOut;
	modport Basic(input clk, rst, Valid, DataIn, output Ready, DataOut);
endinterface
module LED_7seg(input logic clk, input logic rst, input logic[3:0] dataIn, output logic[6:0] seg);
	always_ff @(posedge clk)
		if(rst)
			seg = ~7'b1000000;
		else
			case(dataIn)
				 4'h0: seg = ~7'b0111111;
				 4'h1: seg = ~7'b0000110;
				 4'h2: seg = ~7'b1011011;
				 4'h3: seg = ~7'b1001111;
				 4'h4: seg = ~7'b1100110;
				 4'h5: seg = ~7'b1101101;				 
				 4'h6: seg = ~7'b1111101;				 
				 4'h7: seg = ~7'b0000111;				 
				 4'h8: seg = ~7'b1111111;
				 4'h9: seg = ~7'b1101111;
				 default: seg = ~7'b1000000;
			endcase
endmodule
</file>
==> deck_impl_summary.md <==
Physical Implementation Snapshot

Die
  • Fp_density: 0.109
  • Row cnt: 21
  • Die Y: 80 um
  • I/O pins: 13
  • Core area: 3420 sq um
  • Die width: 80 um
  • Total Die Area: 6400 sq um

Global route
  • Vias in the first global route: 300
  • First-pass GRT wire length: 1350 um
  • Gr usage total: 0.0261
  • Largest net degree at the start of global routing: 11
  • Remaining Overflow, GRT: 0
  • Initial antenna violation count: 0

Detailed routing
  • Avg WL per Cell: 7.94 um
  • ANT cells: 0
  • Residual DRC: 0
  • Final wirelength: 857 um
  • 1st-iter DRT viols: 14
  • Number of routed nets with antenna violations: 0
  • DR vias/cell: 2.98
  • Vias after detailed routing: 322
  • First-pass DRT Iterations: 2

Synth
  • Top-count cell post-synth: dfxtp_1
  • Post-synth top cells: dfxtp_1 (7), ha_1 (5), nor2_1 (5), o21ai_0 (4)
  • Yosys stat chip area: 373 sq um
  • Distinct lib cells: 19
  • Sequential-to-total area share from yosys stat: 0.376
  • Flip-flops with a built-in enable: 0
  • Post-Syn Instances: 42
  • Post-synth top area share: 0.376
  • Area of the mapped netlist: 373 sq um
  • Commonest flop: dfxtp_1
  • Area leader, netlist: dfxtp_1
  • #FFs+latches synth: 7
  • Post-Syn Area per Cell: 8.88 sq um
  • Yosys warning count: 1
  • Main area contributors: dfxtp_1 (38%), ha_1 (17%), o21ai_0 (5.4%), nor2_1 (5.0%), a21oi_1 (4.0%)
  • Yosys cell count: 42
  • Share of async-settable or async-resettable flops after synthesis: 0

Clock tree
  • Number of buffers created by CTS: 3
  • Post-CTS Setup Bufs: 0
  • CTS sink cnt: 7
  • Max H-tree Level: 1
  • Clk buf depth: 2
  • Clk slew on worst S/H paths: 50 ps
  • TritonCTS clock tree: done
  • Clock root cell: clkbuf_4

Setup path
  • Worst path arrival time: 1300 ps
  • Maximum net fanout on the critical path: 10
  • CP startpoint: dataIn[3]
  • Crit path cell chain: clkdlybuf4s50_1 -> buf_4 -> nor4b_1 -> nor2_1
  • Crit path to: seg[0]$_SDFF_PP1_
  • WS Path Type: input pin to flip-flop
  • Setup crit start kind: input pin
  • CP max-delay cell: clkdlybuf4s50_1
  • CP Capture Type: flip-flop
  • Max incr delay on CP: 460 ps
  • Worst path required time: 1320 ps

Finish
  • Share of layout cells above drive strength 1: 0.226
  • Post-layout util: 0.178
  • Syn-to-layout area delta: 62.8%
  • Largest register FFs: 7
  • Final instance area: 607 sq um

Power
  • P_leak: 0.247 nW
  • Power Total: 0.561 mW
  • PD cells: 925 nW/um^2
  • Maximum VDD drop: 189 uV

Timing
  • Maximum clock rate: 0.847 GHz
  • RSZ-0062 raised after global routing: false
  • Setup Viol. Count Final: 0
  • Worst-Margin Slew: 272 ps
  • Post-route clock period utilization: 0.984
  • Hold Fails Final Rpt: 0
  • Final Max Tran Viols: 0
  • Slew HR: 0.816
  • Clock period minus worst slack: 1180 ps

Placed design
  • IO buf count: 12
  • Dpl cell area: 586 sq um
  • HPWL Detailed: 724 um
  • Gp weighted congestion: 0.815

Flow run
  • Max Cap Viol: 0
  • OpenROAD warning count: 29

Status
  • Run status: finished, final reports clean

Min path
  • Hold crit path type: input pin to flip-flop
-- worst min-delay path by stage --
stage	from	slack [ps]	depth (start not counted)	to
final	dataIn[1]	600	4	seg[1]$_SDFF_PP1_
after global routing	dataIn[1]	660	4	seg[1]$_SDFF_PP1_
after CTS	dataIn[1]	590	4	seg[1]$_SDFF_PP1_
-- where the power goes --
group          internal (mW)  switching [mW]
registers              0.249         0.00297
clock network          0.126          0.0709
logic                 0.0649          0.0479
-- final cells by class --
type | count | area, sq um
clock buffer | 4 | 26.3
multi-input combinational | 30 | 218
fill | 395 | 2810
inverter | 3 | 11.3
sequential | 7 | 140
tap | 46 | 57.6
timing repair buffer | 18 | 154
-- layout by cell type, fill, tap and decap left out --
cell,Yosys,routed
nor4bb_2,0,1
inv_1,3,1
a21oi_1,3,3
nor2b_1,1,1
o21bai_1,1,1
ha_1,5,5
nand2b_1,2,2
clkdlybuf4s50_1,0,3
nand2b_2,1,1
nor3_1,1,1
nor4b_1,1,1
dfxtp_1,7,7
dlygate4sd2_1,0,9
or2_0,1,1
clkbuf_4,0,3
nand2_1,1,1
inv_2,0,2
a211oi_2,1,1
clkbuf_1,0,1
o22ai_1,1,1
o21ai_0,4,4
buf_4,0,6
o21a_1,1,1
nor2_1,5,5
-- through the flow --
step	std cells	TNS, ps	worst slack, ps	hold WS (ps)
after CTS	108	0	40.9	594
final	108	0	19.2	597
after detailed placement	104	-2180	-423	914
after global placement	104	-2160	-430	916
after floorplan	42	0	142	317
after global routing	108	0	13.4	660
-- critical path: cells and delay by family --
family,cells,cell delay [ps]
buf+inv,2,650
simple gates,2,410
-- kinds of logic after synthesis --
group                    after synthesis  share of synthesized area
AND-OR/OR-AND                         11                      0.185
adder cells (fa/ha/maj)                5                      0.168
buffers and inverters                  5                     0.0570
AND/OR/NAND/NOR                       14                      0.215
flip-flops                             7                      0.376
-- per-layer routing --
metal / up-vias / global-route usage / part of all wire
met2: 10 / 0.0345 / 0.39
met5: - / 0 / 0
met1: 128 / 0.0364 / 0.47
li1: 182 / - / -
met3: 2 / 0.0125 / 0.14
met4: 0 / 0.00704 / 0.0070
-- timing repair --
action / CTS / global route
hold buffers: 0 / 0
gates resized: 12 / 0
endpoints found under the setup margin: 12 / 0
Power figures rest on the tool's default switching activity, not on a simulated workload.
